File: flow/run.sh
#!/bin/bash
# OpenROAD 26Q1-2900-gdf79404cd8, Yosys 0.63+post, stock flow scripts
make -C /OpenROAD-flow-scripts/flow DESIGN_CONFIG=/design/flow/config.mk WORK_HOME=/design/flow/orfs finish
File: flow/config.mk
export PLATFORM = sky130hd
export DESIGN_NAME = n64rgb
export DESIGN_NICKNAME = n64rgb
export VERILOG_FILES = /design/flow/design.v
export SDC_FILE = /design/flow/constraint.sdc
export NUM_CORES = 4
export LEC_CHECK = 1
export CORE_UTILIZATION = 30
File: flow/constraint.sdc
current_design n64rgb

set clk_period 3.5
set clk_io_pct 0.2

create_clock -name clk0 -period $clk_period [get_ports {CLK}]

set non_clock_inputs [all_inputs -no_clocks]
set_input_delay [expr $clk_period * $clk_io_pct] -clock clk0 $non_clock_inputs
set_output_delay [expr $clk_period * $clk_io_pct] -clock clk0 [all_outputs]
File: flow/design.v
`timescale 1ns / 1ps
module n64rgb(
  input [6:0] DI,
  input CLK,
  input nDSYNC,
  output reg [6:0] R_o,
  output reg [6:0] G_o,
  output reg [6:0] B_o,
  output reg nCSYNC,
  output reg nHSYNC,
  output reg nVSYNC,
  output reg nCLAMP
  );
  reg [1:0] cnt;
  reg skip;
  reg [2:0] serrcount;  
  reg [1:0] linecount;  
  reg vmode;
  always @(negedge CLK) begin
    if(~nDSYNC) begin
      cnt<=2'b00;
      {nVSYNC, nCLAMP, nHSYNC, nCSYNC} <= DI[3:0];
      if(~nVSYNC & DI[3]) begin
        vmode <= linecount[1];
        linecount <= 0;
      end
      if(~nHSYNC & DI[1]) linecount <= linecount + 1;
      if(nVSYNC & ~DI[3]) serrcount <= 0;
      if(~nCSYNC & DI[0]) begin  
        skip <= 0;
        if(~nVSYNC) serrcount <= serrcount + 1;
      end else skip <= ~skip;
    end else begin
      cnt <= cnt + 1;
      if(serrcount[2] | (skip ^ ~vmode)) begin
        case(cnt)
          2'b00: R_o <= DI;
          2'b01: G_o <= DI;
          2'b10: B_o <= DI;
        endcase
      end
    end
  end
endmodule
==> PnR_summary.wiki <==
== Flow metrics ==
{| class="wikitable"
! Metric !! Value
|-
| Initial antenna violation count || 0
|-
| Register Area || 0.00100 sq mm
|-
| Reported max-cap violation count || 0
|-
| Post-Route Setup TNS || 0 ns
|-
| Areal power density over the cells || 537 mW/mm^2
|-
| Number of CTS-inserted buffers || 5
|-
| Area share of the largest cell type after synthesis || 0.780
|-
| Seq/Total Area, Yosys || 0.812
|-
| Registers, synthesis || 34
|-
| Post-detailed-placement half-perimeter wirelength || 1.35 mm
|-
| Diodes inserted || 0
|-
| Maximum vdd ir drop || 0.315 mV
|-
| Number of placement rows || 22
|-
| Ratio of routed vias to standard cells || 4.11
|-
| Worst Clk Skew || 0.0122 ns
|-
| Area of all placed cells without fillers || 0.00196 sq mm
|-
| Required time at the endpoint of the critical path || 2.80 ns
|-
| Die height || 66.1 um
|-
| Hold buffer count at cts || 0
|-
| Post-synthesis cell count from yosys || 71
|-
| RSZ-0062 raised after global routing || no
|-
| Cell family with most CP delay || flip-flops
|-
| Kind of critical path || flop to output pin
|-
| CTS Sinks || 34
|-
| Critical path's slowest cell || sky130_fd_sc_hd__edfxtp_1
|-
| Overall routing resource usage || 0.105
|-
| Hold/Removal Path Class || flop to flop
|-
| Wire length of the first global-routing pass || 3.22 mm
|-
| Number of cells produced by synthesis || 71
|-
| MI comb area || 213 sq um
|-
| DP Area || 0.00174 sq mm
|-
| Die Size || 0.00437 sq mm
|-
| Worst setup EP type || output pin
|-
| CTS H-Tree Depth || 2
|-
| Number of remaining DRC errors || 0
|-
| Total gr overflow || 0
|-
| End-of-flow core utilization || 0.515
|-
| Total routed wirelength || 2.02 mm
|-
| Core utilization at floorplan || 0.324
|-
| Yosys top cell by area || sky130_fd_sc_hd__edfxtp_1
|-
| OpenROAD warning count || 61
|-
| Total of endpoints with negative setup slack in the final report || 0
|-
| Tally of filler cells in the layout || 312
|-
| Placed insts || 164
|-
| CP bufs+invs || 1
|-
| Main area contributors || sky130_fd_sc_hd__edfxtp_1 (78%), sky130_fd_sc_hd__ha_1 (4.1%), sky130_fd_sc_hd__dfxtp_1 (3.2%)
|-
| Cells traversed along the worst timing path || dlygate4sd2_1
|-
| Pin count of the biggest net entering global routing || 12
|-
| Total number of yosys warnings || 1
|-
| Via count of the first global-routing pass || 860
|-
| Fraction of final layout cells sized beyond drive strength 1 || 0.151
|-
| Clock input transition at the sequential cells of the worst setup and hold paths || 0.04 ns
|-
| Final slew viol count || 0
|-
| Post-Syn Area || 0.00123 sq mm
|-
| Summed standard-cell area reported by yosys || 0.00123 sq mm
|-
| Floorplan die width || 66.1 um
|-
| Count of input and output buffers || 33
|-
| Clock root cell || sky130_fd_sc_hd__clkbuf_8
|-
| Clk buf depth || 2
|-
| Count of different cell masters after synthesis || 19
|-
| CTS tree || yes
|-
| Tightest Pin Transition || 0.216 ns
|-
| Syn-to-layout area delta || 58.9%
|-
| Detailed router's first-iteration violation count || 49
|-
| Leakage power of the design || 0.916 nW
|-
| Arr. time, crit path || 2.73 ns
|-
| Clk ins delay skew pair || 0.34 ns
|-
| Remaining number of nets flagged by the antenna check after routing || 0
|-
| Largest stage delay on the critical path || 0.38 ns
|-
| Normalized max-slew margin || 0.855
|-
| Last weighted congestion value of the routability-driven placer || 0.712
|-
| Via count || 850
|-
| First-pass iteration count of the detailed router || 6
|-
| Final cell count without fillers || 207
|-
| Run status || complete, no violations
|-
| WL per Instance || 9.75 um
|-
| Number of failing hold endpoints at the final stage || 0
|-
| Startpoint types || flop
|-
| Per-instance average area after synthesis || 17.4 sq um
|-
| Largest fanout on the critical path || 2
|-
| Worst hold slack across all endpoints || 0.424 ns
|-
| Boundary Pins || 34
|-
| Core footprint || 0.00380 sq mm
|}
## flip-flops by register name (all words and copies together), names as in the netlist, 2 cells and up
name	cells
B_o	7
cnt	2
G_o	7
linecount	2
R_o	7
serrcount	3
## cell families after synthesis
kind of cell	share of synthesized area
DFF	0.812
and+or+nand+nor	0.0822
xor gates and xnor gates	0.0142
adders and majority gates	0.0406
muxes	0.00812
AOI/OAI and AO/OA	0.0274
buffers and inverters	0.0152
## report_power, final
part / internal [mW] / leakage [nW] / switching (mW)
Clock: 0.262 / 0.235 / 0.229
Combinational: 0.0461 / 0.363 / 0.0311
Sequential: 0.475 / 0.317 / 0.00840
## routing by layer
metal  global-route usage  part of all wire
met1                0.129              0.44
met4               0.0638             0.019
met5                    0                 0
met3               0.0734              0.11
met2                0.135              0.43
## stage by stage
stage,power [mW],setup WS [ns]
after floorplan,0.572,0.381
after global placement,0.630,-0.121
after detailed placement,0.632,-0.157
after CTS,1.08,0.0505
after global routing,1.13,0.0192
final,1.05,0.0691
## worst paths after layout
check        startpoint      endpoint  slack, ns  cells after the start
max reg2reg      nVSYNC  linecount[1]       2.15                      5
min reg2reg      cnt[0]        cnt[0]       0.42                      1
max              nHSYNC        nHSYNC       0.07                      1
min              cnt[0]        cnt[0]       0.42                      1
## cell usage after synthesis
cell / number
sky130_fd_sc_hd__inv_1: 4
sky130_fd_sc_hd__ha_1: 4
sky130_fd_sc_hd__nor2_1: 7
sky130_fd_sc_hd__nor2b_4: 1
sky130_fd_sc_hd__and3_1: 4
sky130_fd_sc_hd__dfxtp_1: 2
sky130_fd_sc_hd__edfxtp_1: 32
sky130_fd_sc_hd__inv_2: 1
sky130_fd_sc_hd__xor2_1: 1
sky130_fd_sc_hd__a21oi_1: 1
sky130_fd_sc_hd__o21ai_1: 2
sky130_fd_sc_hd__a22o_1: 1
sky130_fd_sc_hd__xnor2_1: 1
sky130_fd_sc_hd__nand3_1: 2
sky130_fd_sc_hd__o21ai_0: 2
sky130_fd_sc_hd__mux2i_1: 1
sky130_fd_sc_hd__nand2_1: 2
sky130_fd_sc_hd__nand2b_1: 2
sky130_fd_sc_hd__and2_1: 1
## worst reg2reg max path, cell delays in order, from the launching register on
cell and delay [ns]:
sky130_fd_sc_hd__edfxtp_1 0.37, sky130_fd_sc_hd__buf_4 0.14, sky130_fd_sc_hd__buf_4 0.15, sky130_fd_sc_hd__inv_2 0.06, sky130_fd_sc_hd__nand2_1 0.06, sky130_fd_sc_hd__a21oi_1 0.24
## cells in the final DEF, fill, tap and decap left out, types with 4 or more instances in the layout
cell	n
sky130_fd_sc_hd__inv_1	37
sky130_fd_sc_hd__ha_1	4
sky130_fd_sc_hd__and3_1	4
sky130_fd_sc_hd__edfxtp_1	32
sky130_fd_sc_hd__clkdlybuf4s50_1	8
sky130_fd_sc_hd__dlygate4sd2_1	25
sky130_fd_sc_hd__buf_4	12
sky130_fd_sc_hd__nor2_1	7
sky130_fd_sc_hd__clkbuf_8	5
## area by class of cell
type                            instances  area share
Sequential cell                        34       0.511
Timing Repair Buffer                   47       0.219
Multi-Input combinational cell         32       0.109
Clock inverter                         37      0.0875
Clock buffer                            5      0.0351
Tap cell                               48      0.0307
Inverter                                4     0.00767
## what timing repair did
item | 4_1_cts | 5_1_grt
setup buffers | 2 | 0
setup endpoints to repair | 25 | 0
gates resized | 25 | 0
Power and IR drop assume default switching activity.
