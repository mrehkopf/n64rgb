### config.mk
export PLATFORM = sky130hd
export DESIGN_NAME = n64rgb_buffered
export DESIGN_NICKNAME = n64rgb_buffered
export VERILOG_FILES = /design/flow/design.v
export SDC_FILE = /design/flow/constraint.sdc
export NUM_CORES = 4
export LEC_CHECK = 1
export CORE_UTILIZATION = 40
### run.sh
#!/bin/bash
# OpenROAD 26Q1-2900-gdf79404cd8, Yosys 0.63+post, stock flow scripts
make -C /OpenROAD-flow-scripts/flow DESIGN_CONFIG=/design/flow/config.mk WORK_HOME=/design/flow/orfs finish
### constraint.sdc
current_design n64rgb_buffered

set clk_period 2.6
set clk_io_pct 0.2

create_clock -name clk0 -period $clk_period [get_ports {CLK}]

set non_clock_inputs [all_inputs -no_clocks]
set_input_delay [expr $clk_period * $clk_io_pct] -clock clk0 $non_clock_inputs
set_output_delay [expr $clk_period * $clk_io_pct] -clock clk0 [all_outputs]
### design.v
`timescale 1ns / 1ps
module n64rgb_buffered(
  input [6:0] DI,
  input CLK,
  input nDSYNC,
  output reg [6:0] R_o,
  output reg [6:0] G_o,
  output reg [6:0] B_o,
  output reg nCSYNC,
  output reg nHSYNC,
  output reg nVSYNC,
  output reg nCLAMP
  );
  reg [6:0] R_i;
  reg [6:0] G_i;
  reg [6:0] B_i;
  reg [1:0] cnt;
  reg skip;
  reg [2:0] serrcount;  
  reg [1:0] linecount;  
  reg vmode;
  always @(negedge CLK) begin
    if(~nDSYNC) begin
      cnt<=2'b00;
      {nVSYNC, nCLAMP, nHSYNC, nCSYNC} <= DI[3:0];
      if(~nVSYNC & DI[3]) begin
        vmode <= linecount[1];
        linecount <= 0;
      end
      if(~nHSYNC & DI[1]) linecount <= linecount + 1;
      if(nVSYNC & ~DI[3]) serrcount <= 0;
      if(~nCSYNC & DI[0]) begin
        skip <= 0;
        if(~nVSYNC) serrcount <= serrcount + 1;
      end else skip <= ~skip;
      R_o <= R_i;
      G_o <= G_i;
      B_o <= B_i;
    end else begin
      cnt <= cnt + 1;
      if(serrcount[2] | (skip ^ ~vmode)) begin
        case(cnt)
          2'b00: R_i <= DI;
          2'b01: G_i <= DI;
          2'b10: B_i <= DI;
        endcase
      end
    end
  end
endmodule
==> tab_implementation.tex <==
% Table of physical implementation metrics
\begin{tabular}{lr}
\hline
Metric & Value \\
\hline
\multicolumn{2}{l}{\textbf{Worst setup path}} \\
Required time at the worst-slack endpoint & 2.08 ns \\
Highest fanout seen on the critical path & 2 \\
Sum of buffers and inverters on the critical path & 1 \\
Family of cells with the greatest summed delay on the critical path & flip-flops \\
Setup crit start kind & register \\
Arrival time at the worst endpoint & around 2.2 ns \\
Critical path's largest stage delay & $\sim$0.39 ns \\
Critical path capture point type & output port \\
Category of the most critical setup path & reg -> out \\
CP cell instances & buf\_2 \\
Slowest cell on crit path & edfxtp\_1 \\
\multicolumn{2}{l}{\textbf{GRT}} \\
Antenna violations before repair & 0 \\
Global-route wire length before repair & approximately 5.0 mm \\
Largest net degree at the start of global routing & 19 \\
Total overflow reported by the global router & 0 \\
Vias in the first global route & between 1000 and 1500 \\
Tot GR Track Use & between 10\% and 20\% \\
\multicolumn{2}{l}{\textbf{Timing}} \\
Worst clock skew & $\sim$0.018 ns \\
Number of failing hold endpoints at the final stage & 0 \\
Slew HR & between 80\% and 90\% \\
Unrepaired setup endpoints after global routing & yes \\
Worst setup slack after layout & -0.1122 ns \\
Number of slew-limit violations in the final report & 0 \\
Final setup violation count & 25 \\
Minimum hold slack & 0.4077 ns \\
Slew at the pin closest to its max-slew limit & approximately 0.27 ns \\
\multicolumn{2}{l}{\textbf{Synthesis}} \\
Yosys stat area & $\sim$1900 µm² \\
Mean Syn Cell Area & around 20 µm² \\
Count of unique library cells instantiated by Yosys & 19 \\
Flip-flop and latch count after synthesis & about 55 \\
Mapped Cells & slightly above 90 \\
Cell count in the Yosys report & approximately 92 \\
Synth Cell Area & 1863 µm² \\
Count of warnings emitted by yosys & 1 \\
Sequential element share of the synthesized area & $\sim$88\% \\
\multicolumn{2}{l}{\textbf{Clock network}} \\
Maximum buffer depth of the clock tree & 2 \\
TritonCTS buffer count & 5 \\
H-tree level count & 2 \\
Clock transition at path regs & 0.05 ns \\
Clock sink count & about 55 \\
Source-to-sink clock delay at the later pin of the worst-skew pair & approximately 0.37 ns \\
Clock tree from TritonCTS & done \\
Root buffer cell & clkbuf\_8 \\
\multicolumn{2}{l}{\textbf{Routing}} \\
DRT Wirelength & around 2.9 mm \\
WL/cell & about 11 µm \\
Count of antenna-violating nets left after detailed routing & 0 \\
Residual DRC count & 0 \\
Count of TritonRoute iterations in the first routing pass & 4 \\
Number of antenna cells inserted & 0 \\
Number of DRC markers in iteration 0 & 35 \\
Vias/cell & 4.318 \\
Via count & 1101 \\
\multicolumn{2}{l}{\textbf{Floorplan}} \\
Die width & around 70 µm \\
Die Span Y & roughly 70 µm \\
I/O pin cnt & 34 \\
Core area & 4414 µm² \\
Placement row count & 24 \\
Initial Util & between 40 and 50\% \\
Die outline area & 4934 µm² \\
\multicolumn{2}{l}{\textbf{Pwr}} \\
Worst IR drop on VDD & 0.0005627 V \\
Power density relative to cell area & approximately 780 nW/µm² \\
Leakage component of the power & approximately 1.2 nW \\
Post-layout total power & around 0.0020 W \\
\multicolumn{2}{l}{\textbf{Place}} \\
Post-Place Cell Area & 2380 µm² \\
Count of buffers inserted at the top-level ports & 33 \\
Weighted congestion reported at the end of routability-driven placement & $\sim$0.79 \\
Worst Setup Slack post-DPL & -0.4950 ns \\
Post-detail-place hpwl & 1.880 mm \\
Dpl cells & 191 \\
\multicolumn{2}{l}{\textbf{Finish}} \\
MI comb area & $\sim$220 µm² \\
Layout cells sized above 1 & about a quarter \\
Final instance count without filler cells & approximately 260 \\
Finished Cell Area & between 2000 and 3000 µm² \\
\# fillers & around 340 \\
Register cell area after layout & $\sim$1600 µm² \\
Layout Area Growth over Synthesis & 38.62\% \\
\multicolumn{2}{l}{\textbf{Hold path}} \\
Worst Hold Class & reg -> reg \\
\multicolumn{2}{l}{\textbf{Run}} \\
Tool warning count & around 84 \\
Number of max-cap violations & 0 \\
\multicolumn{2}{l}{\textbf{Outcome}} \\
Failing checks & negative setup slack \\
Result of the run & finished with violations \\
\hline
\end{tabular}
## cells by family (layout without fill, tap and decap cells)
group	count (synthesis)	after routing	synth area share [%]
DFF	55	55	87.58
and+or+nand+nor	19	19	5.440
AOI/OAI and AO/OA	6	6	1.813
buffers and inverters	5	116	1.007
adders and majority gates	4	4	2.686
xor gates and xnor gates	2	2	0.9404
muxes	1	1	0.5373
## final timing paths
kind,from,endpoint,slack [ns],depth (start not counted)
worst max register to register,nCSYNC,serrcount[1],1.27,5
worst min register to register,R_i[6],R_o[6],0.41,0
worst max-delay path,nHSYNC,nHSYNC,-0.11,1
worst min-delay path,R_i[6],R_o[6],0.41,0
## power breakdown
| part | internal [W] | switching, W | total, W | leakage, nW |
|---|---|---|---|---|
| Sequential | 0.00103 | 0.0000157 | 0.00105 | 0.523 |
| Clock | 0.000395 | 0.000458 | 0.000853 | 0.348 |
| Combinational | 0.0000584 | 0.0000504 | 0.000109 | 0.336 |
| Total | 0.00148 | 0.000524 | 0.00201 | 1.21 |
## metrics by stage
stage          utilization, %  setup TNS (ns)
6_report                58.50          -1.070
5_1_grt                 58.50          -2.445
4_1_cts                 58.50          -1.551
3_5_place_dp            53.91          -27.59
3_3_place_gp            53.91          -26.47
2_1_floorplan               -               0
## what timing repair did
action | 4_1_cts | 5_1_grt
pin swaps | 1 | 0
resized | 79 | 0
setup buffers | 2 | 0
endpoints found under the setup margin | 81 | 25
hold buffers | 0 | 0
gates cloned | 0 | 0
## synth_stat cells
| cell type | count | share of area, % |
|---|---|---|
| ha_1 | 4 | 2.7 |
| inv_2 | 1 | 0.20 |
| a22o_1 | 1 | 0.47 |
| xor2_1 | 1 | 0.47 |
| o21ai_1 | 2 | 0.54 |
| and3_1 | 4 | 1.3 |
| o21ai_0 | 2 | 0.54 |
| nand3_1 | 2 | 0.54 |
| and2_1 | 1 | 0.34 |
| nand2_1 | 2 | 0.40 |
| edfxtp_1 | 53 | 85 |
| inv_1 | 4 | 0.81 |
| nor2_1 | 7 | 1.4 |
| xnor2_1 | 1 | 0.47 |
| a21oi_1 | 1 | 0.27 |
| dfxtp_1 | 2 | 2.1 |
| nand2b_1 | 2 | 0.67 |
| nor2b_4 | 1 | 0.74 |
| mux2i_1 | 1 | 0.54 |
## sequential cells by signal, indices dropped and copies added, names as in the netlist, 2 cells and up
signal	count
B_i	7
B_o	7
linecount	2
R_i	7
serrcount	3
G_i	7
G_o	7
cnt	2
R_o	7
## per-layer routing
layer / GRT usage, % / share of wire (%) / wire [µm] / up-vias
met5: 0 / 0 / 0 / -
met4: 6.444 / 1.6 / 46 / 0
met3: 9.051 / 7.8 / 226 / 5
met2: 18.41 / 45 / 1293 / 42
met1: 20.74 / 46 / 1319 / 492
li1: - / - / - / 562
## area by class of cell
class | instances | share of cell area (%)
sequential | 55 | 63.18
tap | 52 | 2.519
clock inverter | 58 | 9.593
inverter | 4 | 0.7267
multi-input combinational | 32 | 8.382
timing repair buffer | 49 | 12.94
clock buffer | 5 | 2.665
## placed cells by master, fill, tap and decap left out, types with 3 or more instances in the layout
cell and n:
nor2_1 7, edfxtp_1 53, buf_2 25, and3_1 4
clkbuf_8 5, clkdlybuf4s50_1 5, inv_1 57, dlygate4sd2_1 3
buf_4 15, ha_1 4
No activity file was given, so power comes from the tool's default toggle rates.
